<file path="flow/run.sh">
#!/bin/bash
# OpenROAD 26Q1-2900-gdf79404cd8, Yosys 0.63+post, stock flow scripts
make -C /OpenROAD-flow-scripts/flow DESIGN_CONFIG=/design/flow/config.mk WORK_HOME=/design/flow/orfs finish
</file>
<file path="flow/config.mk">
export PLATFORM = sky130hd
export DESIGN_NAME = tx232_pd
export DESIGN_NICKNAME = tx232_pd
export VERILOG_FILES = /design/flow/design.v
export SDC_FILE = /design/flow/constraint.sdc
export NUM_CORES = 4
export LEC_CHECK = 1
export CORE_UTILIZATION = 40
</file>
<file path="flow/constraint.sdc">
current_design tx232_pd

set clk_period 3.3
set clk_io_pct 0.2

create_clock -name clk0 -period $clk_period [get_ports {clk}]

set non_clock_inputs [all_inputs -no_clocks]
set_input_delay [expr $clk_period * $clk_io_pct] -clock clk0 $non_clock_inputs
set_output_delay [expr $clk_period * $clk_io_pct] -clock clk0 [all_outputs]
</file>
<file path="flow/design.v">
module tx232_pd(
    input clk,
    input rst,
    input [15:0] bcd,
    input start,
    input txck,
    output reg [7:0] txpd,
    output reg tnpd
    );
    reg [1:0] txck_d;
    wire txck_r, txck_f;
    always@(posedge clk or negedge rst) begin
        if(!rst) begin
            txck_d <= 0;
        end
        else begin
            txck_d <= {txck_d[0], txck};
        end
    end
    assign txck_r = txck_d[0] & ~txck_d[1];
    assign txck_f = ~txck_d[0] & txck_d[1];
    reg [1:0] start_d;
    wire start_r;
    always@(posedge clk or negedge rst) begin
        if(!rst) begin
            start_d <= 0;
        end
        else begin
            if(txck_f == 1) begin
                start_d <= {start_d[0], start};
            end
            else begin
                start_d <= start_d;
            end
        end
    end
    assign start_r = start_d[0] & ~start_d[1];
    reg [3:0] bcnt;
    always@(posedge clk or negedge rst) begin
        if(!rst) begin
            bcnt <= 4'hf;
        end
        else begin
            if(txck_r == 1) begin
                if(start_r == 1) begin
                    bcnt <= 0;
                end
                else begin
                    if(bcnt < 9) begin
                        bcnt <= bcnt + 1;
                    end
                    else begin
                        if(bycnt == 0) begin
                            bcnt <= 0;
                        end
                        else begin
                            bcnt <= 4'hf;
                        end
                    end
                end
            end
            else begin
                bcnt <= bcnt;
            end
        end
    end
    reg [1:0] bycnt;
    always@(posedge clk or negedge rst) begin
        if(!rst) begin
            bycnt <= 2'h3;
        end
        else begin
            if(txck_r == 1) begin
                if(start_r == 1) begin
                    bycnt <= 0;
                end
                else begin
                    if(bcnt == 9) begin
                        if(bycnt == 0) begin
                            bycnt <= bycnt + 1;
                        end
                        else begin
                            bycnt <= 2'h3;
                        end
                    end
                    else begin
                        bycnt <= bycnt;
                    end
                end
            end
            else begin
                bycnt <= bycnt;
            end
        end
    end
    reg [15:0] ibcd;
    always@(posedge clk or negedge rst) begin
        if(!rst) begin
            ibcd <= 16'hffff;
        end
        else begin
            if(txck_r == 1) begin
                if(start_r == 1) begin
                    ibcd <= bcd;
                end
                else begin
                    ibcd <= ibcd;
                end
            end
            else begin
                ibcd <= ibcd;
            end
        end
    end
    always@(posedge clk or negedge rst) begin
        if(!rst) begin
            tnpd <= 0;
        end
        else begin
            if(txck_r == 1) begin
                if((bcnt > 2) && (bcnt < 8)) begin
                    tnpd <= 1;
                end
                else begin
                    tnpd <= 0;
                end
            end
            else begin
                tnpd <= tnpd;
            end
        end
    end
    always@(posedge clk or negedge rst) begin
        if(!rst) begin
            txpd <= 8'hff;
        end
        else begin
            if(txck_r == 1) begin
                if(bycnt == 0) begin
                    txpd <= ibcd[15:8];
                end
                else begin
                    if(bycnt == 1) begin
                        txpd <= ibcd[7:0];
                    end
                    else begin
                        txpd <= 8'hff;
                    end
                end
            end
            else begin
                txpd <= txpd;
            end
        end
    end
endmodule
</file>
==> impl_metrics.toml <==
# flow metrics
[outcome]
outcome = "complete, no violations"

[global_routing]
grt_pass1_vias = 1089
grt_pass1_wl_um = 4995
antenna_found_initial = 0
overflow = 0
grt_use_total = 0.1587
grt_max_degree = 36

[synth]
synth_cells = 123
most_common_cell = "dfstp_2"
numSynthFlops = 35
edf_count = 0
avgSynthCellArea_sq_um = 13.27
synth_area_sq_um = 1633
postSynthSeqShare = 0.5594
yosys.area.top_type_share = 0.4828
yosys-top-cells-count = "dfstp_2 (30), nor2_1 (12), a21oi_1 (11)"
synthArstFlopShare = 1.000
topCellsByArea = "dfstp_2 (48%), dfrtp_1 (7.7%), mux2_4 (7.4%)"
yosysTopAreaCell = "dfstp_2"
synth_stat.cells = 123
ys_chip_area_sq_um = 1633
yosys_warnings = 1
ff_type = "dfstp_2"
synth_cell_types = 25

[clocking]
htree_levels = 2
cts_buffers = 5
cts_root_buffer = "clkbuf_8"
clk_latency_ns = 0.29
cts.path.max_buffers = 2
cts_resized = 0
ctsHoldBuffers = 0
cts_tree = "built"
cts.sinks = 35
post_cts_buffers = 0
clkSlewWorstSetupHoldPaths_ns = 0.06

[die]
io_pins = 29
fp_util = 0.4298
core_area_sq_um = 3799
fp.dieH_um = 65.89
die_area_sq_um = 4341
die-width_um = 65.89
rows = 22

[setup_path]
reg2reg_to = "bcnt[0]"
critPathKind = "reg -> out"
crit_chain = "clkdlybuf4s50_1"
rr_worst_depth = 5
r2r_start = "bcnt[0]"
worst_setup_path_start_kind = "flip-flop"
critPathTopFamily = "flip-flops"
worst-path-buf-inv = 1
endpoint_kind = "output port"
critPathRequiredTime_ns = 2.64
reg2reg_slack_ns = 1.61
cp_slowest_stage_delay_ns = 0.54
cp_data_arrival_time_ns = 1.28
worst-path-max-fanout = 2
worst_path_max_delay_cell = "dfstp_2"

[drt]
num_antenna_cells = 0
met1Wirelength_um = 1365
drc_errors = 0
first_pass_iters = 4
wl_um = 2939
wl_met2_um = 1348
wl_met3_um = 179
highest_layer = "met4"
drtIter0Drc = 102
num_vias = 1025
antenna_left = 0
drt-wirelength-per-cell_um = 14.34
vias_per_cell = 5.000

[timing]
grt_setup_unrepaired = "no"
tns_ns = 0
max_freq_ghz = 0.5155
min_period_ns = 1.940
fin_ws_ns = 1.360
hold_viol_final = 0
slew_violations = 0
slew_headroom = 0.5195
worst_slew_pin_slew_ns = 0.7180
fin_crit_sh = 0.5879
setup_viol = 0
final.setup_skew_ns = 0.004355

[min_path]
hold_depth = 0
hold_end = "txck_d[1]"
hold_start = "txck_d[0]"
holdCritPathClass = "reg -> reg"

[layout]
nFillCells = 314
final_cell_area_sq_um = 2044
layout-drive-gt1-share = 0.3885
syn_to_final_growth_pct = 25.21

[place]
dp_hpwl_um = 1941
pre_cts_ws_ns = 1.672
portBuffers = 28
place_area_sq_um = 1944
gp_congestion = 0.9514

[power_and_ir_drop]
peakVddDrop_mv = 0.3891
power_per_cell_area_nw_per_um2 = 765.2
p_total_mw = 1.565
p_leak_nw = 0.8190

[flow_run]
drv_cap = 0
tool_warnings = 28
==> through the flow <==
stage	utilization	hold slack [ns]	cells
after floorplan	-	0.3644	123
after global placement	0.5119	0.4535	197
after detailed placement	0.5119	0.4618	197
after CTS	0.5382	0.4765	205
after global routing	0.5382	0.4992	205
final	0.5382	0.4660	205
==> final cells by class <==
| class | instances | area [sq um] | area share |
|---|---|---|---|
| tap | 48 | 60.06 | 0.02938 |
| timing repair buffer | 30 | 295.3 | 0.1444 |
| clock buffer | 8 | 100.1 | 0.04896 |
| multi-input combinational | 80 | 660.6 | 0.3231 |
| sequential | 35 | 913.4 | 0.4468 |
| inverter | 4 | 15.01 | 0.007344 |
==> cells by family (layout without fill, tap and decap cells) <==
family,Yosys count,in the layout,synth area share
muxes,26,26,0.1916
DFF,35,35,0.5594
AOI/OAI and AO/OA,22,22,0.08199
and+or+nand+nor,28,28,0.1004
adders and majority gates,4,4,0.03065
buffers and inverters,8,42,0.03601
==> cell usage in the layout, fill, tap and decap left out <==
cell type | Yosys | routed
nand2b_4 | 2 | 2
inv_1 | 4 | 4
nor2b_1 | 5 | 5
nand2b_1 | 3 | 3
nor2_8 | 1 | 1
or2_2 | 1 | 1
a32oi_1 | 1 | 1
clkbuf_8 | 0 | 7
o21ai_0 | 2 | 2
clkdlybuf4s50_1 | 0 | 28
ha_1 | 4 | 4
nand2_1 | 4 | 4
o22ai_1 | 2 | 2
clkbuf_1 | 0 | 1
mux2i_1 | 8 | 8
a41oi_1 | 3 | 3
a21oi_1 | 11 | 11
mux2_2 | 10 | 10
mux2_4 | 8 | 8
o31ai_1 | 2 | 2
nor2_1 | 12 | 12
buf_4 | 1 | 2
a31oi_1 | 1 | 1
dfrtp_1 | 5 | 5
dfstp_2 | 30 | 30
==> report_power, final <==
| group | switching, mW | leakage, nW | total (mW) | internal, mW |
|---|---|---|---|---|
| clock network | 0.145 | 0.0515 | 0.335 | 0.190 |
| logic | 0.147 | 0.393 | 0.427 | 0.280 |
| registers | 0.114 | 0.374 | 0.803 | 0.688 |
| total | 0.407 | 0.819 | 1.56 | 1.16 |
==> registers in the layout (all words and copies together) (netlist names) <==
signal / flops
bcnt: 4
bycnt: 2
ibcd: 16
start_d: 2
tnpd: 1
txck_d: 2
txpd: 8
==> worst max-delay path by stage <==
stage,from,endpoint,depth (start not counted)
4_1_cts,txpd[2],txpd[2],1
5_1_grt,txpd[2],txpd[2],1
6_report,txpd[2],txpd[2],1
==> layer usage <==
| metal | up-vias | track usage |
|---|---|---|
| li1 | 492 | - |
| met1 | 502 | 0.2328 |
| met2 | 27 | 0.2398 |
| met3 | 4 | 0.05769 |
| met4 | 0 | 0.02174 |
| met5 | - | 0 |
Power figures rest on the tool's default switching activity, not on a simulated workload.
