[./design.v]
module rx232_pd_debug(
    input clk,
    input rst,
    input rxsdi,
    input rxck,
    output reg [7:0] rxpd,
    output reg rxen,
    output reg rx_start,
    output reg rxck_en
    );
    reg [2:0] rxck_d;
    wire rxck_r;
    always@(posedge clk or negedge rst) begin
        if(!rst) begin
            rxck_d <= 0;
        end
        else begin
            rxck_d <= {rxck_d[1:0], rxck};
        end
    end
    assign rxck_r = rxck_d[0] & ~rxck_d[1];
    reg rxsd;
    always@(posedge clk or negedge rst) begin
        if(!rst) begin
            rxsd <= 1;
        end
        else begin
            if(rxck_r == 1) begin
                rxsd <= rxsdi;
            end
            else begin
                rxsd <= rxsd;
            end
        end
    end
    reg [3:0] rx_cnt;
    always@(posedge clk or negedge rst) begin
        if(!rst) begin
            rx_cnt <= 4'hf;
        end
        else begin
            if(rxck_r == 1) begin
                if(rxsdi == 1) begin
                    if(rx_cnt < 15) begin
                        rx_cnt <= rx_cnt + 1;
                    end
                    else begin
                        rx_cnt <= 4'hf;
                    end
                end
                else begin
                    if(rx_cnt < 15) begin
                        rx_cnt <= rx_cnt + 1;
                    end
                    else begin
                        rx_cnt <= 0;
                    end
                end
            end
            else begin
                rx_cnt <= rx_cnt;
            end
        end
    end
    reg [7:0] temp;
    always@(posedge clk or negedge rst) begin
        if(!rst) begin
            temp <= 8'hff;
        end
        else begin
            if(rxck_r == 1) begin
                case(rx_cnt)
                    1 : temp[0] <= rxsd;
                    2 : temp[1] <= rxsd;
                    3 : temp[2] <= rxsd;
                    4 : temp[3] <= rxsd;
                    5 : temp[4] <= rxsd;
                    6 : temp[5] <= rxsd;
                    7 : temp[6] <= rxsd;
                    8 : temp[7] <= rxsd;
                    default : temp <= temp;
                endcase
            end
            else begin
                temp <= temp;
            end
        end
    end
    reg [3:0] rx_pro_cnt;
    always@(posedge clk or negedge rst) begin
        if(!rst) begin
            rx_pro_cnt <= 4'hf;
        end
        else begin
            if(rxck_r == 1) begin
                if(rx_cnt == 9) begin
                    rx_pro_cnt <= 0;
                end
                else begin
                    if(rx_pro_cnt < 15) begin
                        rx_pro_cnt <= rx_pro_cnt + 1;
                    end
                    else begin
                        rx_pro_cnt <= rx_pro_cnt;
                    end
                end
            end
            else begin
                rx_pro_cnt <= rx_pro_cnt;
            end
        end
    end    
    always@(posedge clk or negedge rst) begin
        if(!rst) begin
            rxck_en <= 0;
        end
        else begin
            if(rxck_r == 1) begin
                if(rx_cnt == 9) begin
                    rxck_en <= 1;
                end
                else begin
                    if(rx_pro_cnt == 14) begin
                        rxck_en <= 0;
                    end
                    else begin
                        rxck_en <= rxck_en;
                    end
                end
            end
            else begin
                rxck_en <= rxck_en;
            end
        end
    end
    always@(posedge clk or negedge rst) begin
        if(!rst) begin
            rxpd <= 8'hff;
        end
        else begin
            if(rxck_r == 1) begin
                if(rx_cnt == 9) begin
                    rxpd <= temp;
                end
                else begin
                    rxpd <= rxpd;
                end
            end
            else begin
                rxpd <= rxpd;
            end
        end
    end
    always@(posedge clk or negedge rst) begin
        if(!rst) begin
            rxen <= 0;
        end
        else begin
            if(rxck_r == 1) begin
                if(rx_pro_cnt < 10) begin
                    rxen <= 1;
                end
                else begin
                    rxen <= 0;
                end
            end
            else begin
                rxen <= rxen;
            end
        end
    end
    always@(posedge clk or negedge rst) begin
        if(!rst) begin
            rx_start <= 0;
        end
        else begin
            if(rxck_r == 1) begin
                if(rx_pro_cnt < 3) begin
                    rx_start <= 1;
                end
                else begin
                    rx_start <= 0;
                end
            end
            else begin
                rx_start <= rx_start;
            end
        end
    end
endmodule
[./run.sh]
#!/bin/bash
# OpenROAD 26Q1-2900-gdf79404cd8, Yosys 0.63+post, stock flow scripts
make -C /OpenROAD-flow-scripts/flow DESIGN_CONFIG=/design/flow/config.mk WORK_HOME=/design/flow/orfs finish
[./config.mk]
export PLATFORM = sky130hd
export DESIGN_NAME = rx232_pd_debug
export DESIGN_NICKNAME = rx232_pd_debug
export VERILOG_FILES = /design/flow/design.v
export SDC_FILE = /design/flow/constraint.sdc
export NUM_CORES = 4
export LEC_CHECK = 1
export CORE_AREA = 10 10 109 109
export DIE_AREA = 0 0 119 119
[./constraint.sdc]
current_design rx232_pd_debug

set clk_period 2.0
set clk_io_pct 0.2

create_clock -name clk0 -period $clk_period [get_ports {clk}]

set non_clock_inputs [all_inputs -no_clocks]
set_input_delay [expr $clk_period * $clk_io_pct] -clock clk0 $non_clock_inputs
set_output_delay [expr $clk_period * $clk_io_pct] -clock clk0 [all_outputs]
==> out/qor.csv <==
metric,value,unit
outcome,"finished, final reports clean",
Max Cap Violations,0,
Cell Type Count,37,
CP Capture Type,register,
r2r setup slk,0.24,ns
fin cells,264,
"Core Util, Final",19.2,%
Setup WS post-layout,0.240,ns
Fmax,568,MHz
Synth Warn #,1,
site row count,36,
Post-CTS Hold Buffers,0,
Yosys Instances,110,
relative slew slack,69.8,%
total global routing overflow,0,
final WL,2590,um
clk buf depth,2,
worst path required time,2.21,ns
DRC,0,
DR vias,900,
crit share post-route,88.0,%
Tool Warnings,29,
hold path startpoint,rxck_d[0],
core area,9640,um2
top-count cell post-synth,dfstp_2,
first-pass GRT wire length,4440,um
placed cell count,256,
floorplan core density,14.9,%
final slew viol count,0,
Post-Synthesis Cells,110,
Die Ht,119,um
Yosys Chip Area,1440,um2
area growth from synthesis to layout,28.8,%
via/cell ratio,3.41,
H-Tree Level Count,2,
Num CTS Buffers,5,
power per cell area,1160,nW/um2
TritonCTS clock tree,done,
clock tree sinks,30,
setup_tns,0,ns
fraction of registers with async set/reset,100,%
count of input and output buffers,14,
Period minus WS final,1.76,ns
Worst-path clk slew,0.06,ns
"antenna viol nets, final",0,
clock skew,0.00664,ns
Resize count post-CTS,0,
Post-Syn Area,1440,um2
clk root buf,clkbuf_8,
global placer's final weighted congestion,0.794,
Synth Flop Type,dfstp_2,
Peak supply drop,0.270,mV
top cells by count,"25 x dfstp_2, 13 x nand2_1, 7 x mux2_4",
CP Launch Type,register,
initial antenna violation count,0,
Tightest Pin Transition,0.451,ns
largest net degree at the start of global routing,31,
"Seq/Total Area, Yosys",54.3,%
RSZ-0062 raised after global routing,no,
#FFs+latches synth,30,
vias in the first global route,881,
Synth area leader,dfstp_2,
setup slack at placement,0.250,ns
Avg Inst Size Synth,13.1,um2
postcts setup bufs,0,
endpoints failing setup,0,
crit path max fanout,7,
leakage power,0.711,nW
clock latency (worst-skew pair),0.28,ns
Antenna Diode Count,0,
First-pass DRT Iterations,4,
Hold Crit Class,reg -> reg,
worst path arrival time,1.97,ns
io pins,15,
"area share, top type",45.6,%
global-route usage over all layers,3.70,%
"EDFF count, synth",0,
Fin. Hold Viols,0,
Crit Path Class,reg -> reg,
WL/cell,9.81,um
initial DRC count,49,
Fill cells,1045,
Worst Setup SP,rx_cnt[0],
"top cells, area","dfstp_2 46%, dfrtp_1 8.7%, mux2_4 7.3%",
Critical R2R Launch,rx_cnt[0],
half-perimeter wire length after placement,1920,um
share of cells above drive strength 1,42.0,%
horizontal die size,119,um
chip area,14200,um2
[flip-flops by register name, summed over array words and instances (netlist names)]
register and count:
rxck_d 2, rxck_en 1, rx_pro_cnt 4, rx_cnt 4, rxpd 8, rxsd 1, rxen 1, temp 8
rx_start 1
[final cells by class]
| class | instances | area, um2 | area share, % |
|---|---|---|---|
| Clock buffer | 6 | 82.6 | 4.45 |
| Inverter | 3 | 11.3 | 0.607 |
| Multi-Input combinational cell | 72 | 618 | 33.3 |
| Clock inverter | 2 | 12.5 | 0.674 |
| Tap cell | 133 | 166 | 8.97 |
| Timing Repair Buffer | 18 | 183 | 9.84 |
| Sequential cell | 30 | 782 | 42.1 |
[kinds of logic (layout without fill, tap and decap cells)]
group / count (synthesis) / after routing / synth area share, %
DFF: 30 / 30 / 54.3
AOI/OAI and AO/OA: 18 / 18 / 8.95
and+or+nand+nor: 32 / 32 / 14.4
buffers and inverters: 8 / 29 / 2.78
muxes: 16 / 16 / 14.3
adders and majority gates: 6 / 6 / 5.21
[where the power goes]
group / leakage (nW) / internal, mW / total [mW] / switching, mW
sequential: 0.320 / 0.930 / 1.14 / 0.207
clock: 0.0472 / 0.276 / 0.497 / 0.222
combinational: 0.344 / 0.332 / 0.524 / 0.192
total: 0.711 / 1.54 / 2.16 / 0.621
[routing by layer]
layer | GRT usage [%] | share of wire (%) | vias up
li1 | - | - | 444
met1 | 5.29 | 51 | 431
met2 | 5.15 | 41 | 23
met3 | 1.49 | 6.2 | 2
met4 | 0.763 | 1.5 | 0
met5 | 0 | 0 | -
[final timing paths]
kind	cells after the start	endpoint
max in group asynchronous	2	rx_cnt[1]
setup reg to reg	5	rxpd[5]
setup / recovery	5	rxpd[5]
min in group asynchronous	2	rx_start
hold / removal	0	rxck_d[1]
hold reg to reg	0	rxck_d[1]
[metrics by stage]
stage	instance area, um2	total power, mW	hold slack (ns)
after floorplan	1440	1.43	0.104
after global placement	1760	1.68	0.426
after detailed placement	1760	1.68	0.430
after CTS	1860	2.19	0.447
after global routing	1860	2.31	0.463
final	1860	2.16	0.443
[layout by cell type, fill, tap and decap left out, types with 3 or more instances in the layout]
| master | synthesis | layout |
|---|---|---|
| dfstp_2 | 25 | 25 |
| clkdlybuf4s50_1 | 0 | 14 |
| nand2_1 | 13 | 13 |
| mux2_4 | 7 | 7 |
| ha_1 | 6 | 6 |
| clkbuf_8 | 0 | 6 |
| mux2_2 | 5 | 5 |
| dfrtp_1 | 5 | 5 |
| a21oi_1 | 4 | 4 |
| mux2_1 | 4 | 4 |
| inv_1 | 3 | 3 |
| nand3_1 | 3 | 3 |
| o21ai_0 | 3 | 3 |
| buf_4 | 0 | 3 |
[critical path: stages, from the launching register on]
cell	delay, ns
dfstp_2	0.58
ha_1	0.27
nand3b_4	0.11
nor2_2	0.27
buf_12	0.17
mux2_4	0.29
Power is estimated from default activity; no workload was simulated.
