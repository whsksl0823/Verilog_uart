## /design/flow/run.sh

```bash
#!/bin/bash
# OpenROAD 26Q1-2900-gdf79404cd8, Yosys 0.63+post, stock flow scripts
make -C /OpenROAD-flow-scripts/flow DESIGN_CONFIG=/design/flow/config.mk WORK_HOME=/design/flow/orfs finish
```

## /design/flow/config.mk

```make
export PLATFORM = sky130hd
export DESIGN_NAME = uart_top
export DESIGN_NICKNAME = uart_top
export VERILOG_FILES = /design/flow/design.v
export SDC_FILE = /design/flow/constraint.sdc
export NUM_CORES = 4
export LEC_CHECK = 1
export CORE_UTILIZATION = 30
```

## /design/flow/constraint.sdc

```tcl
current_design uart_top

set clk_period 4.0
set clk_io_pct 0.2

create_clock -name clk0 -period $clk_period [get_ports {clk}]

set non_clock_inputs [all_inputs -no_clocks]
set_input_delay [expr $clk_period * $clk_io_pct] -clock clk0 $non_clock_inputs
set_output_delay [expr $clk_period * $clk_io_pct] -clock clk0 [all_outputs]
```

## /design/flow/design.v

```verilog
module rx232_clk_debug2(
    input clk,
    input rst,
    input rxsdi,
    output reg rxck,
    output reg rxsdo
    );
    reg [1:0] rxsdi_d;
    wire rxsdi_rf;
    always@(posedge clk or negedge rst) begin
        if(!rst) begin
            rxsdi_d <= 2'b11;
        end
        else begin
            rxsdi_d <= {rxsdi_d[0], rxsdi};
        end
    end
    assign rxsdi_rf = rxsdi_d[0] ^ rxsdi_d[1];
    reg [10:0] dcnt;
    always@(posedge clk or negedge rst) begin
        if(!rst) begin
            dcnt <= 11'h7ff;
        end
        else begin
            if(rxsdi_rf == 1) begin
                dcnt <= 0;
            end
            else begin
                if(dcnt < 1040) begin
                    dcnt <= dcnt + 1;
                end
                else begin
                    dcnt <= 0; 
                end
            end
        end
    end
    reg rxck_b;
    always@(posedge clk or negedge rst) begin
        if(!rst) begin
            rxck_b <= 0;
        end
        else begin
            if(rxsdi_rf == 1) begin
                rxck_b <= 0;
            end
            else begin
                if(dcnt < 520) begin
                    rxck_b <= 0;
                end
                else begin
                    if(dcnt < 1040) begin
                        rxck_b <= 1;
                    end
                    else begin
                        rxck_b <= 0;
                    end
                end
            end
        end
    end
    reg rxck_d;
    wire rxck_r;
    always@(posedge clk or negedge rst) begin
        if(!rst) begin
            rxck <= 0;
            rxck_d <= 0;
        end
        else begin
            rxck <= ~rxck_b;
            rxck_d <= rxck_b;
        end
    end
    assign rxck_r = rxck_b & ~rxck_d;
    always@(posedge clk or negedge rst) begin
        if(!rst) begin
            rxsdo <= 1;
        end
        else begin
            if(rxck_r == 1) begin
                rxsdo <= rxsdi_d[1];
            end
            else begin
                rxsdo <= rxsdo;
            end
        end
    end
endmodule
module rx232_pd_debug2(
    input clk,
    input rst,
    input rxsdi,
    input rxck,
    output reg [7:0] rxpd,
    output reg rxen,
    output reg rx_start
    );
    reg [1:0] rxck_d;
    wire rxck_r;
    always@(posedge clk or negedge rst) begin
        if(!rst) begin
            rxck_d <= 0;
        end
        else begin
            rxck_d <= {rxck_d[0], rxck};
        end
    end
    assign rxck_r = rxck_d[0] & ~rxck_d[1];
    reg rxsdi_d;
    always@(posedge clk or negedge rst) begin
        if(!rst) begin
            rxsdi_d <= 1;
        end
        else begin
            if(rxck_r == 1) begin
                rxsdi_d <= rxsdi;
            end
            else begin
                rxsdi_d <= rxsdi_d;
            end
        end
    end
    reg [3:0] rx_cnt;
    always@(posedge clk or negedge rst) begin
        if(!rst) begin
            rx_cnt <= 4'hf;
        end
        else begin
            if(rxck_r == 1) begin
                if(rxsdi == 1) begin
                    if(rx_cnt < 9) begin
                        rx_cnt <= rx_cnt + 1;
                    end
                    else begin
                        rx_cnt <= 4'hf;
                    end
                end
                else begin
                    if(rx_cnt < 15) begin
                        rx_cnt <= rx_cnt + 1;
                    end
                    else begin
                        rx_cnt <= 0;
                    end
                end
            end
            else begin
                rx_cnt <= rx_cnt;
            end
        end
    end
    reg [7:0] temp;
    always@(posedge clk or negedge rst) begin
        if(!rst) begin
            temp <= 8'hff;
        end
        else begin
            if(rxck_r == 1) begin
                case(rx_cnt)
                    1 : temp[0] <= rxsdi_d;
                    2 : temp[1] <= rxsdi_d;
                    3 : temp[2] <= rxsdi_d;
                    4 : temp[3] <= rxsdi_d;
                    5 : temp[4] <= rxsdi_d;
                    6 : temp[5] <= rxsdi_d;
                    7 : temp[6] <= rxsdi_d;
                    8 : temp[7] <= rxsdi_d;
                    default : temp <= temp;
                endcase
            end
            else begin
                temp <= temp;
            end
        end
    end
    reg [3:0] rx_pro_cnt;
    always@(posedge clk or negedge rst) begin
        if(!rst) begin
            rx_pro_cnt <= 4'hf;
        end
        else begin
            if(rxck_r == 1) begin
                if(rx_cnt == 9) begin
                    rx_pro_cnt <= 0;
                end
                else begin
                    if(rx_pro_cnt < 15) begin
                        rx_pro_cnt <= rx_pro_cnt + 1;
                    end
                    else begin
                        rx_pro_cnt <= rx_pro_cnt;
                    end
                end
            end
            else begin
                rx_pro_cnt <= rx_pro_cnt;
            end
        end
    end    
    always@(posedge clk or negedge rst) begin
        if(!rst) begin
            rxpd <= 8'hff;
        end
        else begin
            if(rxck_r == 1) begin
                if(rx_cnt == 9) begin
                    rxpd <= temp;
                end
                else begin
                    rxpd <= rxpd;
                end
            end
            else begin
                rxpd <= rxpd;
            end
        end
    end
    always@(posedge clk or negedge rst) begin
        if(!rst) begin
            rxen <= 0;
        end
        else begin
            if(rxck_r == 1) begin
                if(rx_pro_cnt < 10) begin
                    rxen <= 1;
                end
                else begin
                    rxen <= 0;
                end
            end
            else begin
                rxen <= rxen;
            end
        end
    end
    always@(posedge clk or negedge rst) begin
        if(!rst) begin
            rx_start <= 0;
        end
        else begin
            if(rxck_r == 1) begin
                if(rx_pro_cnt < 3) begin
                    rx_start <= 1;
                end
                else begin
                    rx_start <= 0;
                end
            end
            else begin
                rx_start <= rx_start;
            end
        end
    end
endmodule
module tx232(
    input clk,
    input rst,
    input [7:0] txpd,
    input tstart,
    input txck,
    output reg txsd
);
 reg [1:0] txck_d;
 wire txck_r, txck_f;
 always@(posedge clk or negedge rst) begin
    if(!rst) begin
        txck_d <= 0;
    end
    else begin
        txck_d <= {txck_d[0], txck};
    end
 end
 assign txck_r = txck_d[0] & ~txck_d[1];
 assign txck_f = ~txck_d[0] & txck_d[1];
 reg [1:0] tstart_d;
 wire tstart_r;
 always@(posedge clk or negedge rst) begin
    if(!rst) begin
        tstart_d <= 0;
    end
    else begin
        if(txck_f == 1) begin
            tstart_d <= {tstart_d[0], tstart};
        end
        else begin
            tstart_d <= tstart_d;
        end
    end
 end
 assign tstart_r = tstart_d[0] & ~tstart_d[1];
 reg [7:0] tpd;
 always@(posedge clk or negedge rst) begin
    if(!rst) begin
        tpd <= 8'hff;
    end
    else begin
        if(txck_r == 1) begin
            if(tstart_r == 1) begin
                tpd <= txpd;
            end
            else begin
                tpd <= tpd;
            end
        end
        else begin
            tpd <= tpd;
        end
    end
 end
 reg [3:0] dcnt;
 always@(posedge clk or negedge rst) begin
    if(!rst) begin
        dcnt <= 4'hf;
    end
    else begin
        if(txck_r == 1) begin
            if(tstart_r == 1) begin
                dcnt <= 0;
            end
            else begin
                if(dcnt < 15) begin
                    dcnt <= dcnt + 1;
                end
                else begin
                    dcnt <= dcnt;
                end
            end
        end
        else begin
            dcnt <= dcnt;
        end
    end
 end
 always@(posedge clk or negedge rst) begin
    if(!rst) begin
        txsd <= 1;
    end
    else begin
        if(txck_r == 1) begin
            case(dcnt)
                0 : txsd <= 0;
                1 : txsd <= tpd[0];
                2 : txsd <= tpd[1];
                3 : txsd <= tpd[2];
                4 : txsd <= tpd[3];
                5 : txsd <= tpd[4];
                6 : txsd <= tpd[5];
                7 : txsd <= tpd[6];
                8 : txsd <= tpd[7];
                9 : txsd <= 1;
                default : txsd <=txsd;
            endcase
        end
        else begin
            txsd <= txsd;
        end
    end
 end
endmodule
module tx232_pd_multibyte(
    input clk,
    input rst,
    input [15:0] bcd,
    input start,
    input txck,
    output reg [7:0] txpd,
    output reg tnpd
    );
    reg [1:0] txck_d;
    wire txck_r;
    always@(posedge clk or negedge rst) begin
        if(!rst) begin
            txck_d <= 0;
        end
        else begin
            txck_d <= {txck_d};
        end
    end
endmodule
module uart_delay(
    input clk,
    input rst,
    input [10:0] dv,
    input txsdi,
    output reg txsdo
);
    reg [1:0] txsdi_d;
    wire txsdi_rf;
    always@(posedge clk or negedge rst) begin
        if(!rst) begin
            txsdi_d <= 2'b11;
        end
        else begin
            txsdi_d <= {txsdi_d[0], txsdi};
        end
    end
    assign txsdi_rf = txsdi_d[0] ^ txsdi_d[1];
    reg [10:0] dvcnt;
    always@(posedge clk or negedge rst) begin
        if(!rst) begin
            dvcnt <= 11'h7ff;
        end
        else begin
            if(txsdi_rf == 1) begin
                dvcnt <= 0;
            end
            else begin
                if(dvcnt < dv) begin
                    dvcnt <= dvcnt + 1;
                end
                else begin
                    dvcnt <= 11'h7ff;
                end
            end
        end
    end
    always@(posedge clk or negedge rst) begin
        if(!rst) begin
            txsdo <= 1;
        end
        else begin
            if(dvcnt == dv) begin
                txsdo <= txsdi;
            end
            else begin
                txsdo <= txsdo;
            end
        end
    end
endmodule
module uart_top(
    input clk,
    input rst,
    input [15:0] bcd,
    input start,
    input txck,
    input [10:0] dv,
    output [7:0] rxpd,
    output rxen,
    output rx_start
);
wire [7:0] txpd;
wire tnpd;
tx232_pd_multibyte u_tx232_pd_multibyte(
.clk(clk),
.rst(rst),
.bcd(bcd),
.start(start),
.txck(txck),
.txpd(txpd),
.tnpd(tnpd)
);
wire txsd;
tx232 u_tx232(
.clk(clk),
.rst(rst),
.txpd(txpd),
.tstart(tnpd),
.txck(txck),
.txsd(txsd)
);
wire txsdo;
uart_delay u_uart_delay(
.clk(clk),
.rst(rst),
.dv(dv),
.txsdi(txsd),
.txsdo(txsdo)
);
wire rxck;
wire rxsdo;
rx232_clk_debug2 u_rx232_clk_debug2(
.clk(clk),
.rst(rst),
.rxsdi(txsdo),
.rxck(rxck),
.rxsdo(rxsdo)
);
rx232_pd_debug2 u_rx232_pd_debug2(
.clk(clk),
.rst(rst),
.rxck(rxck),
.rxsdi(rxsdo),
.rxpd(rxpd),
.rxen(rxen),
.rx_start(rx_start)
);
endmodule
```

==> out/results.ini <==
[status]
status = complete, no violations

[synth]
flop_cell = dfstp_2
yosys-top-cells-count = dfstp_2 (58), ha_1 (23), nand2_1 (23)
yosys.cell_count.top_type = dfstp_2
synth_cells = 293
ys_warn_count = 14
yosysTopAreaCell = dfstp_2
syn-cell-area_um2 = 3310
ys_async_sr_fraction_pct = 100
synth-edff-count = 0
ys_types = 46
ys_seq_share_pct = 52.9
ys_ff = 67
netlist.area_leader.share_pct = 46.1
yosys_area_um2 = 3310
syn_avg_cell_area_um2 = 11.3
yosys-stat-cells = 293
area_leaders = dfstp_2 (46%), ha_1 (8.7%), dfrtp_1 (6.8%), mux2_2 (5.8%), xnor2_1 (2.9%)

[timing]
max_slew.worst_pin.slew_ns = 0.793
setup_viol = 0
slew_violations = 0
skew_ns = 0.00667
period_minus_slack_ns = 2.42
setup_tns_ns = 0
slew-limit-headroom_pct = 47.0
rsz0062_at_grt = false
timing_hold_violations_final = 0
final.period_utilization_pct = 60.5
fmax_mhz = 413
setup_ws_ns = 1.58

[routing]
drt_iter0_drc = 109
wirelength_mm = 5.07
wl_per_cell_um = 11.0
drc = 0
vias_per_cell = 4.69
dr.pass1.iters = 5
insertedDiodeCount = 0
via_count = 2161
ant_nets = 0

[clock_network]
cts_resized = 0
htree_levels = 3
clk_pin_slew_worst_paths_ns = 0.07
cts_tree = done
cts_sinks = 67
clk_path_buf_depth = 2
postCtsHoldBufs = 0
clkLatencyLatePin_ns = 0.33
postCtsSetupBuffers = 0
cts_buffers = 9
clockRootBuffer = clkbuf_8

[global_route]
grt_pass1_vias = 2087
antenna_found_initial = 0
grt_max_degree = 47
grt_pass1_wl_mm = 9.33
gr-total-overflow = 0
grtUsageTotal_pct = 10.2

[run]
max_cap_viol_count = 0
warnings = 49

[worst_setup_path]
reg2regPathDepth = 5
cp_cell_sequence = clkdlybuf4s50_1 > inv_1 > ha_1 > nand2_1 > o21ai_0 > or3b_2 > a31oi_1
r2r_slack_ns = 2.06
required_ns = 4.24
critPathMaxFanout = 11
reg2reg_to = u_uart_delay.dvcnt[0]
crit_buf_inv = 2
critical_path.top_delay_family = simple AND/OR/NAND/NOR gates
critPathKind = in -> reg
cpPeakStageDelay_ns = 0.60
endpoint_kind = flip-flop
reg2reg_from = u_uart_delay.dvcnt[6]
crit_slowest_cell = or3b_2
critPathLaunchType = input port
cp.arrival_ns = 2.66

[floorplan]
die_h_um = 107
pin_count = 41
die_width_um = 107
core_area_um2 = 10500
chip_area_um2 = 11400
initial_core_util_pct = 31.5
num_rows = 37

[layout]
layout-drive-gt1-share_pct = 30.8
area_growth_pct = 17.4

[min_path]
holdPathEnd = u_rx232_pd_debug2.rxck_d[0]
holdPathStages = 0
hold_start = u_rx232_clk_debug2.rxck
hp-class = reg -> reg

[power]
seq_power_share_pct = 50.8
p_total_mw = 1.89
power.density_nw_per_um2 = 487
swShare_pct = 27.9
p_sw_mw = 0.527
combPwrFrac_pct = 18.0
max-vdd-ir-drop_mv = 0.384
p_int_mw = 1.36
power.leakage_nw = 1.55
power_frac_clock_pct = 31.2

[place]
post-place-ws_ns = 1.28
io_buffers = 23
place.gp.congestion = 0.775
place_hpwl_mm = 3.49

==> logic make-up after synthesis <==
| kind of cell | share of synthesized area [%] |
|---|---|
| flops | 52.9 |
| compound gates | 10.1 |
| buf+inv | 3.75 |
| mux | 5.79 |
| xor+xnor | 5.56 |
| simple gates | 13.2 |
| fa+ha+maj | 8.71 |
==> per-stage QoR <==
stage | hold slack, ns | std cells | cell area (um^2) | utilization (%)
after floorplan | 0.331 | 293 | 3310 | -
after global placement | 0.337 | 445 | 3670 | 34.9
after detailed placement | 0.335 | 445 | 3670 | 34.9
after CTS | 0.351 | 461 | 3880 | 36.9
after global routing | 0.359 | 461 | 3880 | 36.9
final | 0.348 | 461 | 3880 | 36.9
==> sequential cells by signal, summed over array words and instances (netlist names), 2 cells and up <==
| register | flops |
|---|---|
| u_rx232_clk_debug2.dcnt | 11 |
| u_rx232_pd_debug2.rxpd | 8 |
| u_rx232_pd_debug2.rx_pro_cnt | 4 |
| u_tx232.dcnt | 4 |
| u_rx232_pd_debug2.rx_cnt | 4 |
| u_rx232_clk_debug2.rxsdi_d | 2 |
| u_uart_delay.txsdi_d | 2 |
| u_uart_delay.dvcnt | 11 |
| u_rx232_pd_debug2.temp | 8 |
| u_rx232_pd_debug2.rxck_d | 2 |
| u_tx232.txck_d | 2 |
==> cell type report <==
type,instances,area [um^2]
clock buffer,11,131
clock inverter,5,77.6
fill,987,6630
inverter,21,78.8
multi-input combinational,196,1430
sequential,67,1750
tap,136,170
timing repair buffer,25,240
==> placed cells by master, fill, tap and decap left out, types with 2 or more instances in the layout <==
master	netlist	layout
bufinv_16	0	2
a21o_1	2	2
nor2_2	2	2
clkinv_2	0	2
and3_1	2	2
a211oi_1	2	2
a31oi_1	14	14
nor2_1	21	21
ha_1	23	23
nand4_1	7	7
xnor2_1	11	11
dfrtp_1	9	9
dfstp_2	58	58
buf_4	0	2
and4_1	2	2
nand3_1	9	9
mux2_2	17	17
inv_1	21	21
nand2_1	23	23
nand2b_1	3	3
a21oi_1	7	7
clkbuf_8	0	9
nor3_1	6	6
clkbuf_1	5	2
a2bb2oi_1	2	2
nand3b_1	3	3
xor2_1	10	10
clkdlybuf4s50_1	0	22
o21ai_0	9	9
o211ai_1	2	2
==> power groups by stage <==
stage / sequential, mW / clock, mW / combinational [mW]
after global routing: 0.978 / 0.644 / 0.390
after CTS: 0.960 / 0.617 / 0.343
final: 0.960 / 0.590 / 0.339
==> routing by layer <==
layer	routed length (um)	up-vias	track usage, %
met4	76	0	1.17
met3	179	7	3.22
met5	0	-	0
met2	2230	32	15.4
li1	-	1087	-
met1	2590	1035	15.2
==> worst max-delay path by stage <==
stage | depth (start not counted) | from | endpoint | slack, ns
final | 7 | dv[6] | u_uart_delay.dvcnt[0] | 1.58
after CTS | 7 | dv[6] | u_uart_delay.dvcnt[0] | 1.63
after global routing | 7 | dv[6] | u_uart_delay.dvcnt[0] | 1.50
Power figures rest on the tool's default switching activity, not on a simulated workload.
